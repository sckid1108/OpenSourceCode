**flow/run.sh**
```bash
#!/bin/bash
# OpenROAD 26Q1-2900-gdf79404cd8, Yosys 0.63+post, stock flow scripts
make -C /OpenROAD-flow-scripts/flow DESIGN_CONFIG=/design/flow/config.mk WORK_HOME=/design/flow/orfs finish
```
**flow/config.mk**
```make
export PLATFORM = sky130hd
export DESIGN_NAME = Decoder4To16
export DESIGN_NICKNAME = Decoder4To16
export VERILOG_FILES = /design/flow/design.v
export SDC_FILE = /design/flow/constraint.sdc
export NUM_CORES = 4
export LEC_CHECK = 1
export CORE_AREA = 10 10 70 70
export DIE_AREA = 0 0 80 80
```
**flow/constraint.sdc**
```tcl
current_design Decoder4To16

set clk_period 1.2
set clk_io_pct 0.2

create_clock -name clk0 -period $clk_period

set non_clock_inputs [all_inputs -no_clocks]
set_input_delay [expr $clk_period * $clk_io_pct] -clock clk0 $non_clock_inputs
set_output_delay [expr $clk_period * $clk_io_pct] -clock clk0 [all_outputs]
```
**flow/design.v**
```verilog
module Decoder4To16 (
output logic [15:0] out,
input logic [3:0] sel,
input logic en);
always_comb begin
  out = 0;
  if (en == 1'b1) begin
    unique case (sel)
      4'h0 : out = 16'h0001;
      4'h1 : out = 16'h0002;
      4'h2 : out = 16'h0004;
      4'h3 : out = 16'h0008;
      4'h4 : out = 16'h0010;
      4'h5 : out = 16'h0020;
      4'h6 : out = 16'h0040;
      4'h7 : out = 16'h0080;
      4'h8 : out = 16'h0100;
      4'h9 : out = 16'h0200;
      4'hA : out = 16'h0400;
      4'hB : out = 16'h0800;
      4'hC : out = 16'h1000;
      4'hD : out = 16'h2000;
      4'hE : out = 16'h4000;
      4'hF : out = 16'h8000;
    endcase
  end
end
endmodule
```
==> impl_metrics.tcl <==
# metrics dict for downstream scripts
set metrics [dict create \
    status "finished, violations left" \
    violations "setup timing" \
    lay_top_count "buf_2" \
    fmax_ghz 0.747 \
    antennaDiodeCount 0 \
    io_buffers 21 \
    crit_arrival_ps 1100 \
    viasPerCell 2.90 \
    tightest_slew_ps 216 \
    place_congestion 0.742 \
    largest_area_cell "nor2_1" \
    core_sq_um 3420 \
    min-delay-path-class "in2out" \
    drv_cap 0 \
    irDropWorstVdd_mv 0.0527 \
    final_max_slew_viol_count 0 \
    p_leak_nw 0.254 \
    seq_area_sq_um 0 \
    antenna_found_initial 0 \
    nFillCells 384 \
    drc 0 \
    grt_pass1_wl_um 1510 \
    ys_seq_frac 0 \
    die_area_sq_um 6400 \
    dp_cells 93 \
    hold_violations 0 \
    track_usage 0.0293 \
    logic_area_sq_um 195 \
    ys_chip_area_sq_um 120 \
    syn_inst 23 \
    final_cell_area_sq_um 539 \
    ios 21 \
    hold_start "sel[2]" \
    relSlewSlack 0.856 \
    dp_hpwl_um 814 \
    whs_ps 849 \
    floorplan.core_util 0.0352 \
    hold_end "out[8]" \
    final-setup-viol-count 8 \
    topCellsByArea "nor2_1 (34%), nor3_1 (13%), nand3b_1 (13%)" \
    wl_per_cell_um 10.2 \
    rows 21 \
    fin_ws_ps -138 \
    drtAntennaViolNets 0 \
    warning_count 34 \
    start_kind "input pin" \
    drt_first_pass_iters 2 \
    final-instance-count-excl-fill 105 \
    routed_wl_um 1070 \
    syn_area_sq_um 120 \
    lay_top_cells "buf_2 (15), buf_4 (9), buf_6 (6)" \
    die_y_um 80 \
    yosysTopAreaCellShare 0.344 \
    drtIter0Drc 1 \
    grt_max_degree 5 \
    path_class "in2out" \
    layout_min_cycle_time_ps 1340 \
    vias 305 \
    die_x_um 80 \
    critPathMaxFanout 4 \
    placed_area_sq_um 410 \
    synth_cell_type_count 9 \
    overflow 0 \
    critPathRequiredTime_ps 960 \
    post-place-ws_ps -792 \
    post-route-period-util 1.11 \
    yosys_warnings 1 \
    grt_pass1_vias 301 \
    end_kind "output port" \
    syn_to_final_growth_pct 349 \
    yosys_cells 23 \
    cts_hold_buffers 0 \
    worstHoldPathCells 4 \
    drive_gt1_frac 0.831 \
    avgSynthCellArea_sq_um 5.22 \
    final.clkbuf_count 0 \
    rsz0062_at_grt "yes" \
    power_density_nw_per_um2 228 \
    flop-count 0 \
]
==> worst max-delay path: stages <==
cell	delay [ps]
buf_8	100
or3b_4	420
buf_6	130
nor3_2	90
buf_2	120
==> metal layers <==
| layer | vias up | track usage | part of all wire |
|---|---|---|---|
| met4 | 0 | 0 | 0 |
| met2 | 11 | 0.0570 | 0.51 |
| met1 | 140 | 0.0310 | 0.39 |
| met3 | 0 | 0.0102 | 0.11 |
| li1 | 154 | - | - |
| met5 | - | 0 | 0 |
==> timing repair <==
item	4_1_cts	5_1_grt
pin swaps	15	7
gates resized	87	8
endpoints found under the setup margin	16	10
setup buffers	14	1
==> worst max-delay path by stage <==
| stage | cells past startpoint | to | startpoint |
|---|---|---|---|
| 4_1_cts | 5 | out[0] | sel[2] |
| 5_1_grt | 5 | out[0] | sel[1] |
| 6_report | 5 | out[0] | sel[1] |
==> metrics by stage <==
stage / util / power [mW] / setup TNS [ps]
global placement: 0.120 / 0.0717 / -10870
detailed placement: 0.120 / 0.0722 / -10920
floorplan: - / 0.0182 / 0
CTS: 0.149 / 0.111 / -274
finish: 0.158 / 0.123 / -449
global route: 0.158 / 0.131 / -817
==> kinds of logic (layout without fill, tap and decap cells) <==
| logic type | Yosys count | after routing | share of synthesized area |
|---|---|---|---|
| and+or+nand+nor | 23 | 23 | 1.00 |
| buffers and inverters | 0 | 36 | 0 |
==> synthesized netlist by cell type <==
cell and count:
nor2_1 11, nor3_1 3, nand2b_1 2, nand3b_1 2
nand2_1 1, nand3_1 1, nor2_2 1, nor3_2 1
or3b_4 1
==> cell type report <==
type	count	share of cell area
timing repair buffer	36	0.531
multi-input combinational	23	0.362
tap	46	0.107
==> power by group <==
part	leakage, nW	switching (mW)	internal [mW]
sequential	0	0	0
combinational	0.254	0.0511	0.0716
clock	0	0	0
Power is estimated from default activity; no workload was simulated.
