### /design/flow/run.sh
#!/bin/bash
# OpenROAD 26Q1-2900-gdf79404cd8, Yosys 0.63+post, stock flow scripts
make -C /OpenROAD-flow-scripts/flow DESIGN_CONFIG=/design/flow/config.mk WORK_HOME=/design/flow/orfs finish
### /design/flow/constraint.sdc
current_design DecoderEnN

set clk_period 2.0
set clk_io_pct 0.2

create_clock -name clk0 -period $clk_period

set non_clock_inputs [all_inputs -no_clocks]
set_input_delay [expr $clk_period * $clk_io_pct] -clock clk0 $non_clock_inputs
set_output_delay [expr $clk_period * $clk_io_pct] -clock clk0 [all_outputs]
### /design/flow/config.mk
export PLATFORM = sky130hd
export DESIGN_NAME = DecoderEnN
export DESIGN_NICKNAME = DecoderEnN
export VERILOG_FILES = /design/flow/design.v
export SDC_FILE = /design/flow/constraint.sdc
export NUM_CORES = 4
export LEC_CHECK = 1
export CORE_AREA = 10 10 70 70
export DIE_AREA = 0 0 80 80
### /design/flow/design.v
module DecoderEnN ( IN, EN, OUT );
parameter EncodeWidth = 4;
parameter DecodeWidth = 2 ** EncodeWidth;
input logic [EncodeWidth-1:0] IN;
output logic [DecodeWidth-1:0] OUT;
input logic EN;
always_comb begin
    OUT = '0;
	if (EN == 1'b1)
		OUT[IN] = 1'b1;
end
endmodule
==> impl_metrics.yaml <==
# implementation run metrics
status:
  status: "complete, but fails checks"
  violations: "setup timing"
synth:
  synth_seq_share: 0
  syn-cell-area_sq_um: 299
  ys_cells: 48
  syn_inst: 48
  avgSynthCellArea_sq_um: 6.23
  synth.distinct_cells: 19
  ys_chip_area_sq_um: 299
  synth-warning-count: 1
route:
  num_vias: 516
  via_per_inst: 3.79
  drcViolationCount: 0
  drt-wirelength-per-cell_um: 12.0
  routed_wirelength_um: 1630
  final_antenna_net_count: 0
  dr.pass1.iters: 4
  drt_iter0_drc: 14
  antennaDiodeCount: 0
floorplanning:
  die_area_sq_um: 6400
  io_pins: 21
  fp.dieW_um: 80
  fp_util: 0.0875
  coreArea_sq_um: 3420
  rows: 21
  die_h_um: 80
power:
  power.density_nw_per_um2: 158
  vdd_ir_drop_max_mv: 0.0609
  p_leak_nw: 0.377
job:
  cap_violations: 0
  warnings: 37
global_route:
  grt_use_met1: 0.0600
  grt_max_degree: 9
  met3_usage: 0.00682
  overflow: 0
  antenna_found_initial: 0
  grt.busiest_layer: "met2"
  grt_pass1_wl_um: 2430
  grt_pass1_vias: 518
  grt_usage: 0.0441
  use_met2: 0.0754
layout:
  seq_cells: 0
  drive_gt1_frac: 0.656
  stdcell_count: 136
  seqCellArea_sq_um: 0
  clock_buffers: 0
  syn_to_final_growth_pct: 190
worst_hold_path:
  hold_path_end: "OUT[14]"
  hold_path.class: "input port to primary output"
  min_path_cells: 4
  hp-start: "EN"
placement:
  place_ws_ps: -699
  io_buffers: 21
  dp_hpwl_um: 1180
  globalplace.congestion: 0.770
  placed_cells: 129
timing:
  min_period_ps: 2000
  rsz0062_at_grt: "true"
  finalSetupViolations: 1
  final_max_slew_viol_count: 0
  whs_ps: 1210
  worstMarginPinSlew_ps: 240
  finalClockPeriodUsage: 1.00
  hold_viol_final: 0
  final.setup.tns_ps: -4.20
  fmax_ghz: 0.499
  max-slew-margin-rel: 0.839
  worst_slack_ps: -4.20
setup_path:
  crit_chain: "buf_6, buf_8, or3_4, a31oi_4, buf_6, nor2_1, dlygate4sd2_1"
  worstSetupPathType: "input port to primary output"
  critPathSlowestCell: "or3_4"
  critPathLaunchType: "input port"
  path_max_fanout: 8
  endpoint_kind: "primary output"
  cp_common_cell: "buf_6"
  critPathArrivalTime_ps: 1600
  cp_data_required_time_ps: 1600
  cpPeakStageDelay_ps: 410
clocking:
  hold_buffers: 0
## logic make-up (layout without fill, tap and decap cells)
family,Yosys count,in the layout,synth area share
AND-OR/OR-AND,14,14,0.343
AND/OR/NAND/NOR,27,27,0.427
adder cells (fa/ha/maj),4,4,0.167
buffers and inverters,3,45,0.0628
## cell usage after synthesis, drive strengths merged
library cell,instances,area [sq um]
a21oi,4,20.0
a31oi,3,31.3
and3b,1,10.0
buf,1,11.3
ha,4,50.1
inv,2,7.51
nand2,6,22.5
nand3,3,15.0
nor2,12,45.0
nor2b,1,6.26
nor3,2,10.0
nor3b,1,7.51
o2111ai,1,8.76
o21a,1,7.51
o21ai,2,10.0
o31ai,1,7.51
o32ai,2,17.5
or3,1,11.3
## critical path, delay by kind of cell
family / cells / cell delay [ps]
AND-OR/OR-AND: 1 / 180
buffers and inverters: 4 / 580
AND/OR/NAND/NOR: 2 / 450
## where the power goes
group / switching [W] / total (W) / internal, W
clock network: 0 / 0 / 0
registers: 0 / 0 / 0
logic: 0.0000660 / 0.000137 / 0.0000710
## layout by cell type (no fill, tap or decap), drive strengths merged
cell | Yosys | routed
a31oi | 3 | 3
buf | 1 | 25
nor2b | 1 | 1
and3b | 1 | 1
nand2 | 6 | 6
o32ai | 2 | 2
nand3 | 3 | 3
nor2 | 12 | 12
inv | 2 | 2
or3 | 1 | 1
a21oi | 4 | 4
clkdlybuf4s15 | 0 | 4
nor3 | 2 | 2
dlygate4sd2 | 0 | 5
clkdlybuf4s50 | 0 | 1
nor3b | 1 | 1
o2111ai | 1 | 1
o21a | 1 | 1
ha | 4 | 4
clkbuf | 0 | 6
o31ai | 1 | 1
dlymetal6s2s | 0 | 2
o21ai | 2 | 2
## per-layer routing
layer	part of all wire	wire length (um)
met2	0.48	775
met4	0	0
met5	0	0
met1	0.47	763
met3	0.055	89
## worst max path at each step
stage | end | start | slack [ps] | cells past startpoint
final | OUT[3] | IN[0] | -4 | 7
after CTS | OUT[11] | IN[1] | -50 | 7
after global routing | OUT[3] | IN[0] | -40 | 7
## area by class of cell
type | count | area [sq um]
Fill cell | 363 | 2550
Multi-Input combinational cell | 45 | 434
Timing Repair Buffer | 43 | 367
Tap cell | 46 | 57.6
Inverter | 2 | 7.51
## timing repair
action / CTS / global route
pin swaps: 11 / 6
gates resized: 66 / 24
buffers inserted: 5 / 2
setup endpoints to repair: 16 / 12
## metrics by stage
stage / total power, W / instance area [sq um] / util
after CTS: 0.000121 / 812 / 0.238
after floorplan: 0.0000358 / 299 / -
after global routing: 0.000149 / 866 / 0.253
final: 0.000137 / 866 / 0.253
after detailed placement: 0.0000906 / 668 / 0.196
after global placement: 0.0000896 / 668 / 0.196
Power figures rest on the tool's default switching activity, not on a simulated workload.
