==> config.mk <==
export PLATFORM = sky130hd
export DESIGN_NAME = DecoderN
export DESIGN_NICKNAME = DecoderN
export VERILOG_FILES = /design/flow/design.v
export SDC_FILE = /design/flow/constraint.sdc
export NUM_CORES = 4
export LEC_CHECK = 1
export CORE_AREA = 10 10 70 70
export DIE_AREA = 0 0 80 80
==> constraint.sdc <==
current_design DecoderN

set clk_period 1.0
set clk_io_pct 0.2

create_clock -name clk0 -period $clk_period

set non_clock_inputs [all_inputs -no_clocks]
set_input_delay [expr $clk_period * $clk_io_pct] -clock clk0 $non_clock_inputs
set_output_delay [expr $clk_period * $clk_io_pct] -clock clk0 [all_outputs]
==> design.v <==
module DecoderN ( IN, OUT );
parameter EncodeWidth = 4;
parameter DecodeWidth = 2 ** EncodeWidth;
input logic [EncodeWidth-1:0] IN;
output logic [DecodeWidth-1:0] OUT;
always_comb begin
    OUT = '0;
    OUT[IN] = 1'b1;
end
endmodule
==> run.sh <==
#!/bin/bash
# OpenROAD 26Q1-2900-gdf79404cd8, Yosys 0.63+post, stock flow scripts
make -C /OpenROAD-flow-scripts/flow DESIGN_CONFIG=/design/flow/config.mk WORK_HOME=/design/flow/orfs finish
==> Slide: Implementation Results <==
Physical Implementation Snapshot

Power and ir drop
  – Switching share of power: 42.57%
  – Clock group share of total power: 0%
  – Internal: 178.4 uW
  – Combinational power share: 100.0%
  – Maximum vdd ir drop: 0.1517 mV
  – P_leak: 0.3849 nW
  – Seq pwr share: 0%
  – Power per cell area: 362.5 nW/um^2
  – Net Sw Power: 132.3 uW

Cells and area
  – Final non-filler cell total: 133
  – # clk buffers: 0
  – Layout cells sized above 1: 77.01%
  – Layout sequential cell count: 0
  – Layout area overhead: 159.5%
  – Fin util: 25.09%
  – # fillers: 364
  – Register Area: 0 sq um

Critical path
  – Startpoint types: input port
  – Crit Path Max Fanout: 4
  – Worst path cell trace: buf_8 > buf_6 > or3_4 > a31oi_4 > buf_6 > nor2b_1 > buf_2
  – Top delay family on crit path: buffers and inverters
  – Worst setup path category: input port to output port
  – Crit path DRT: 800 ps
  – Largest stage delay on the critical path: 400 ps
  – CP arrival: 1270 ps
  – Critical Path Slowest Stage Cell: or3_4
  – CP most frequent cell: buf_6
  – Worst Setup End Kind: output port
  – Crit path buf inv count: 4

Detailed routing
  – Starting DRT DRC Count: 1
  – Routed WL: 1564 um
  – Via Count: 490
  – Initial DRT Pass Iterations: 2
  – Post-DRT Antenna Nets: 0
  – DR DRC count: 0
  – Inserted Diodes: 0
  – WL/cell: 11.76 um
  – Routed vias/inst: 3.684

Synth
  – Sequential fraction of the synthesis area: 0%
  – Synth top cell by count: nor2b_1
  – Post-Syn Area: 330.3 sq um
  – Area share, top type: 15.15%
  – Commonest cells in the synthesized netlist: nor2b_1 (6), a21boi_1 (4), ha_1 (4), nor3_1 (4), o21ai_1 (3)
  – Distinct lib cells used: 25
  – Mapped Avg Cell Area: 7.682 sq um
  – Largest area contributor in the netlist: ha_1
  – Cells in synth_stat.txt: 43
  – Syn Inst Count: 43
  – Ys Warns: 1
  – Main area contributors: ha_1 (15%), nor2b_1 (11%), a21boi_1 (9.1%)
  – Yosys stat area: 330.3 sq um

Final timing
  – Worst relative slew slack: 81.17%
  – Fmax: 678.2 MHz
  – Setup WS post-layout: -474.6 ps
  – Max Slew Vio Count: 0
  – Final setup viols: 16
  – Unrepaired setup endpoints after global routing: true
  – Period utilization: 147.5%
  – Endpoints failing hold: 0
  – Setup TNS: -6448 ps
  – Final min period: 1475 ps
  – Measured slew at the worst slew-check pin: 281.4 ps

Global routing
  – Largest net degree at the start of global routing: 11
  – First-pass GRT wire length: 2304 um
  – GRT Util Overall: 4.273%
  – Antenna violations before repair: 0
  – Vias in the first global route: 441
  – Overflow after GRT: 0

Place
  – Placer Congestion: 0.8233
  – HPWL Detailed: 1023 um
  – DP Cell Count: 116
  – Port bufs: 20

Hold path
  – HP Class: input port to output port

Floorplanning
  – Chip height: 80 um
  – FP Util: 9.670%
  – Chip width: 80 um
  – Site row count: 21
  – Die ar.: 6400 sq um
  – Core region area: 3416 sq um
  – # IOs: 20

Job
  – Max-Cap Viols: 0
  – Tool warnings: 38

Outcome
  – Failing checks: setup timing
  – Outcome: finished, violations left

Clocking
  – CTS Hold Bufs: 0
-- stage by stage --
stage                     area [sq um]  worst slack [ps]  hold WS, ps  power [mW]
final                            857.1            -474.6        830.5      0.3107
after CTS                        798.3            -499.5        828.4      0.2815
after floorplan                  354.1            -134.5        529.7      0.1034
after global routing             857.1            -532.1        867.4      0.3325
after global placement           659.4             -1173         1545      0.2036
after detailed placement         659.4             -1210         1542      0.2052
-- timing repair --
action	CTS	global route
gates resized	97	9
pin swaps	20	12
endpoints found under the setup margin	16	16
buffers inserted	13	4
-- layout by cell type (no fill, tap or decap) --
cell      count
a21boi_1      4
nor3_4        1
nor3_2        1
nor3b_4       1
buf_4        14
a31oi_1       1
a31oi_4       2
o21a_1        1
nor2b_1       5
ha_4          1
o31ai_2       1
nor2b_2       1
and3b_2       1
o21ai_4       1
nand3b_1      1
buf_6        12
nor3_1        2
nand3_4       1
nor3b_2       1
buf_2        16
inv_4         2
a21boi_2      2
and3_1        1
and2b_2       1
or3_4         1
xor2_1        1
o21ai_1       1
ha_1          3
o21ai_2       1
nor2_4        1
a21oi_2       1
buf_8         2
clkbuf_2      1
buf_12        1
-- final timing paths --
check                  from      end  slack [ps]  cells after the start
worst max-delay path  IN[0]   OUT[7]        -470                      7
worst min-delay path  IN[3]  OUT[13]         830                      4
-- per-layer routing --
layer  wire length [um]  global-route usage (%)  share of wire, %  vias up
li1                   -                       -                 -      249
met3                 34                  0.2273               2.2        0
met2                719                   6.661                46       14
met4                  0                       0                 0        0
met1                810                   6.596                52      227
met5                  0                       0                 0        -
-- cells by family (layout without fill, tap and decap cells) --
logic type / Yosys count / in the layout / synth area share [%]
AND/OR/NAND/NOR: 19 / 19 / 38.64
buffers and inverters: 4 / 48 / 7.196
XOR/XNOR: 1 / 1 / 2.652
AND-OR/OR-AND: 15 / 15 / 36.36
adder cells (fa/ha/maj): 4 / 4 / 15.15
-- layout make-up --
cell class	instances	area (sq um)	share of cell area, %
multi-input cells	39	411.6	48.03
repair buffers	46	375.4	43.80
well taps	46	57.56	6.715
inverters	2	12.51	1.460
-- power by group through the flow --
stage	combinational, mW	sequential, mW	clock [mW]
CTS	0.282	0	0
global route	0.333	0	0
finish	0.311	0	0
Power and IR drop assume default switching activity.
